==> ./design.v <==
`timescale 1ns / 1ps
module axc_booth #(
        parameter integer NA=12,                                     
        parameter integer NB=12,                                     
        parameter integer NC=$clog2(NA)+1                            
    )(
        input   wire                 CLK,                            
        input   wire                 START,                          
        input   wire  [NA-1:0]       A_in,                           
        input   wire  [NB-1:0]       B_in,                           
        input   wire  [NC-1:0]       C_in,                           
        output  wire  [NA+NB-1:0]    N_out,                          
        output  wire                 Done_out                        
    );
reg  [NB-1:0]       B_reg;                                           
reg  [NC-1:0]       C_reg;                                           
wire [NA-1:0]       Pos_trans_wire;                                  
wire [NA-1:0]       Neg_trans_wire;                                  
reg  [NA-1:0]       Pos_trans_reg;                                   
reg  [NA-1:0]       Neg_trans_reg;                                   
wire [NA-1:0]       PE_in_wire;                                      
wire [NA-1:0]       OH_wire;                                         
reg                 Polarity_reg;                                    
reg  [NA-1:0]       PE_mask_reg;                                     
wire [NA+NB-2:0]    PP_wire;                                         
reg  [NA+NB-1:0]    Res_reg;                                         
localparam integer SC = 3;                                           
localparam STATE_IDLE   = 3'b001;
localparam STATE_START  = 3'b010;
localparam STATE_MULT   = 3'b100;
reg  [SC-1:0]       State_reg;                                       
transition_detect #( .NA(NA) ) TD_inst (.A_in(A_in), .P_out(Pos_trans_wire), .N_out(Neg_trans_wire));
wire                PE_last;                                         
reg [1:0]           Prev_PE_done;                                    
reg                 Done_reg;                                        
assign PE_in_wire = Polarity_reg ? Neg_trans_reg & PE_mask_reg : Pos_trans_reg & PE_mask_reg;
lookahead_penf_last #( .WIDTH(NA) ) PE_inst (.A_in(PE_in_wire), .OH_out(OH_wire), .last(PE_last));
assign Done_out = Done_reg;
always @( posedge CLK ) begin
    case(State_reg) 
        STATE_IDLE: begin                                            
            Prev_PE_done <= 0; 
            if(START) Done_reg <= 0;
        end
        STATE_MULT: begin                                            
            if(Prev_PE_done[0]==0 & PE_last==1) begin                
                Prev_PE_done[0] <= 1;                                
                Prev_PE_done[1] <= Polarity_reg;                     
            end                                                      
            Done_reg <= Done_reg | ((C_reg==0) | (Prev_PE_done[0] & PE_last & (Polarity_reg!=Prev_PE_done[1])));
        end
        default: Prev_PE_done <= 0;  
    endcase
end
barrel_shifter #( .NA(NA), .NB(NB) ) BS_inst (.B_in(B_reg), .S_in(OH_wire), .N_out(PP_wire));
always @( posedge CLK ) begin
    if(START) begin                                                  
        Res_reg <= 0;
    end
    else if(State_reg==STATE_MULT) begin                             
        if(!Polarity_reg) begin                                      
            Res_reg <= Res_reg + PP_wire;
        end
        else begin
            Res_reg <= Res_reg - PP_wire;
        end
    end
end
assign N_out = Res_reg;
always @( posedge CLK ) begin
    case(State_reg) 
        STATE_IDLE: begin                                       
            if(START) begin                                          
                State_reg <= STATE_START;                            
                B_reg <= B_in;                                       
                C_reg <= C_in;
                PE_mask_reg <= {NA{1'b1}};                           
                Polarity_reg <= 0;
            end
        end
        STATE_START: begin                                           
            State_reg <= STATE_MULT;                                 
            Pos_trans_reg <= Pos_trans_wire;                         
            Neg_trans_reg <= Neg_trans_wire;                    
        end
        STATE_MULT: begin                                       
            if(Done_out) begin                                       
                State_reg <= STATE_IDLE;                             
                Pos_trans_reg <= 0;
                Neg_trans_reg <= 0;
                C_reg <= 0;                                          
            end
            else begin
                PE_mask_reg <= ~OH_wire & PE_mask_reg;
                Polarity_reg <= !Polarity_reg;                       
                C_reg <= C_reg - 1;                                  
            end
        end
        default: State_reg <= STATE_IDLE;                            
    endcase
end
endmodule
`timescale 1ns / 1ps
module barrel_shifter #(
        parameter integer NA=8,
        parameter integer NB=8
    )(
        input  wire [NB-1:0]      B_in,
        input  wire [NA-1:0]      S_in,
        output wire [NA+NB-2:0]   N_out
    );
    wire [NA+NB-2:0] B_ext = {{(NA-1){B_in[NB-1]}}, B_in};           
    wire [NA+NB-2:0] shift_results[0:NA-1];                          
    reg  [NA+NB-2:0] shifted_value;                                  
    genvar i;
    generate
        for (i = 0; i < NA; i = i + 1) begin : Shift_Logic           
            assign shift_results[i] = B_ext << i;
        end
    endgenerate
    integer j;
    always @(*) begin                                                
        shifted_value = {NA+NB-1{1'b0}};                             
        for (j = 0; j < NA; j = j + 1) begin
            if (S_in[j]) begin                                       
                shifted_value = shifted_value | shift_results[j];
            end
        end
    end
    assign N_out = shifted_value;
endmodule
`timescale 1ns / 1ps
module ripple_penf_last #(
        parameter integer WIDTH = 4
    )( 
        input  wire                 stop_in,
        input  wire [WIDTH-1:0]     A_in,
        input  wire                 trailing1_in,
        output wire [WIDTH-1:0]     B_out,
        output wire                 stop_out,
        output wire                 last_out,
        output wire                 slicestop_out
    );
    wire [WIDTH-1:0] stop;
    wire [WIDTH-1:0] trailing;
    wire [WIDTH-1:0] last;
    genvar i;
    generate
        assign stop[WIDTH-1] = stop_in;
        for (i = WIDTH-1; i > 0; i = i - 1) begin
        assign B_out[i] = A_in[i] & ~stop[i];
        assign stop[i-1] = stop[i] | A_in[i];
        end
        assign B_out[0] = A_in[0] & ~stop[0];
        assign slicestop_out = stop[0] | A_in[0];
        assign stop_out = |A_in;
        assign trailing[0] = trailing1_in;
        assign last[0] = B_out[0] & ~trailing[0];
        for (i = 1; i < WIDTH; i = i + 1) begin
            assign trailing[i] = A_in[i-1] | trailing[i-1];
            assign last[i] = B_out[i] & ~trailing[i];
        end
        assign last_out = |last;
    endgenerate
endmodule
module lookahead_penf_last #(
        parameter integer WIDTH = 29
    )(
        input  wire [WIDTH-1:0] A_in,
        output wire [WIDTH-1:0] OH_out,
        output wire last
    );
    localparam integer NUM_4BIT_MODULES = WIDTH / 4;
    localparam integer REMAINING_BITS = WIDTH % 4;
    wire [NUM_4BIT_MODULES:0] stop;
    wire [NUM_4BIT_MODULES:0] lastSlice;
    wire finalStop;
    genvar i;
    generate
        if (REMAINING_BITS > 0) begin
        ripple_penf_last #(.WIDTH(REMAINING_BITS))
        u0 (.stop_in(1'b0),
            .A_in(A_in[WIDTH-1 -: REMAINING_BITS]),
            .B_out(OH_out[WIDTH-1 -: REMAINING_BITS]),
            .stop_out(stop[NUM_4BIT_MODULES]),
            .slicestop_out(),
            .trailing1_in(|stop[NUM_4BIT_MODULES-1:0]),
            .last_out(lastSlice[NUM_4BIT_MODULES])
            );
        end else begin
        assign stop[NUM_4BIT_MODULES] = 1'b0;
        assign lastSlice[NUM_4BIT_MODULES] = 1'b0;
        end
        for (i = NUM_4BIT_MODULES-1; i >= 0; i = i - 1) begin : gen4bslice
        if (i > 0) begin
            ripple_penf_last #(.WIDTH(4))
            u4b (.stop_in(|stop[NUM_4BIT_MODULES:i+1]),
                .A_in(A_in[i*4 +: 4]),
                .B_out(OH_out[i*4 +: 4]),
                .stop_out(stop[i]),
                .slicestop_out(),   
                .trailing1_in(|stop[i-1:0]),
                .last_out(lastSlice[i])
                );
        end else begin
            ripple_penf_last #(.WIDTH(4))
            u4b (.stop_in(|stop[NUM_4BIT_MODULES:i+1]),
                .A_in(A_in[i*4 +: 4]),
                .B_out(OH_out[i*4 +: 4]),
                .stop_out(stop[i]),
                .slicestop_out(finalStop),
                .trailing1_in(1'b0),
                .last_out(lastSlice[i])
                );
        end
        end
        assign last = |lastSlice | ~finalStop;
    endgenerate
endmodule
`timescale 1ns / 1ps
module transition_detect #(
        parameter NA = 6
    )(
        input   wire [NA-1:0]     A_in,                              
        output  wire [NA-1:0]     P_out,                             
        output  wire [NA-1:0]     N_out                              
    );
    assign P_out[0] = 0;                                             
    assign N_out[0] = A_in[0];                                       
    genvar i;
    generate
        for (i = 1; i < NA; i = i + 1) begin : MSB
            assign P_out[i] = ~A_in[i] &  A_in[i-1];                 
            assign N_out[i] =  A_in[i] & ~A_in[i-1];                 
        end
    endgenerate
endmodule
==> ./run.sh <==
#!/bin/bash
# OpenROAD 26Q1-2900-gdf79404cd8, Yosys 0.63+post, stock flow scripts
make -C /OpenROAD-flow-scripts/flow DESIGN_CONFIG=/design/flow/config.mk WORK_HOME=/design/flow/orfs finish
==> ./config.mk <==
export PLATFORM = sky130hd
export DESIGN_NAME = axc_booth
export DESIGN_NICKNAME = axc_booth
export VERILOG_FILES = /design/flow/design.v
export SDC_FILE = /design/flow/constraint.sdc
export NUM_CORES = 4
export LEC_CHECK = 1
export CORE_UTILIZATION = 40
==> ./constraint.sdc <==
current_design axc_booth

set clk_period 16.9
set clk_io_pct 0.2

create_clock -name clk0 -period $clk_period [get_ports {CLK}]

set non_clock_inputs [all_inputs -no_clocks]
set_input_delay [expr $clk_period * $clk_io_pct] -clock clk0 $non_clock_inputs
set_output_delay [expr $clk_period * $clk_io_pct] -clock clk0 [all_outputs]
==> results.cfg <==
; generated from flow reports
[placement]
place_area_sq_um = 7440
dp_hpwl_microns = 15700
place_congestion = 0.984
portBuffers = 55

[global_routing]
grt_pass1_vias = 6093
grt_overflow = 0
grt_pass1_wl_microns = 34400
met1_usage_pct = 40.5
use_met2_pct = 39.6
grt_max_degree = 42
grt_use_total_pct = 26.3
antenna_found_initial = 0
grt.busiest_layer = met1
grtUsageMet3_pct = 5.81

[timing]
rsz0062_at_grt = no
final.setup.tns_ns = 0
final-setup-viol-count = 0
fmax_mhz = 141
skew_ns = 0.0144
fin_crit_sh_pct = 41.9
drv_slew = 0
slew_headroom_pct = 35.3
final-hold-violation-count = 0
worstMarginPinSlew_ns = 0.970
period_needed_ns = 7.08

[logic_synthesis]
netlist_area_sq_um = 6760
top_cell_area_share_pct = 25.3
yosysChipArea_sq_um = 6760
ys_cells = 797
yosysWarningCount = 2
logic_family = AND-OR/OR-AND gates
synthFlopType = edfxtp_1
xor_area_share_pct = 4.40
synth_cells = 797
async_flop_share_pct = 0
synth_flop_count = 83
simple_gate_area_share_pct = 23.1
area_leaders = edfxtp_1, dfxtp_1, ha_1, a21oi_1, nand2_1
aoi_share_pct = 26.8
ys_types = 77
synth_seq_share_pct = 33.0
mux_share_pct = 2.92
postSynthAreaPerCell_sq_um = 8.49
adder_share_pct = 5.11
synth-edff-count = 57
largest_area_cell = edfxtp_1

[critical_path]
r2r-end = Res_reg[23]
reg2reg_from = Polarity_reg
path_common_cell = and2_1
path_cells = buf_4 > mux2_2 > a222oi_1 > and4_1 > and2_1 > a22oi_1 > ha_1 > and2_1 > and2_1 > and2_1 > a31oi_1 > xor2_1 > ha_1 > and3_1 > and2_1 > o211ai_1 > a21oi_1 > or3_1 > a311oi_1 > nor4b_1 > o211ai_1 > nand3_1
r2r_cells = 22
critPathLaunchType = flip-flop
slowest_stage = a222oi_1
critical_path_class = flip-flop to flip-flop
cp_max_fo = 23
slowest_delay_ns = 0.88
critPathCaptureType = flip-flop
crit_required_ns = 17.19
critPathArrivalTime_ns = 7.37
rrSetupSlack_ns = 9.82

[finish]
drive_gt1_share_pct = 5.56
largest_register_ffs = 24
stdcell_area_sq_um = 7730
area_delta_synth_final_pct = 14.2
fillers = 1563

[clock_tree]
path_clk_slew_ns = 0.07
clock.latency.late_pin_ns = 0.36
cts-resized-gates = 0
cts_tree = done
cts_buffers = 9
cts_setup_buffers = 0
max-clock-path-buffers = 2
clock-sinks = 83
cts_hold_buf = 0
root_buffer = clkbuf_16
cts_max_level = 3

[power_and_ir_drop]
power.leakage_nw = 2.81
p_per_area_nw_per_um2 = 165
finalPower_mw = 1.28
ir_worst_vdd_uv = 107

[drt]
viasPerCell = 6.27
route.vias.total = 6564
drtPass1Iterations = 6
ant_nets = 0
drc = 0
drtIter0Drc = 620
num_antenna_cells = 0
wl_per_cell_microns = 20.9
wl_microns = 21900

[die]
die_height_microns = 132
initial_core_util_pct = 40.9
die-area_sq_um = 17400
pin_count = 56
rows = 47
die_w_microns = 132
coreArea_sq_um = 16500

[worst_hold_path]
min_to = Res_reg[5]
min_path_type = flip-flop to flip-flop
whs_path_depth = 2
hp-start = Res_reg[5]

[flow_run]
warnings = 26
drv_cap = 0

[status]
outcome = completed
==> power by group <==
group / internal, mW / leakage [nW] / switching (mW)
Clock: 0.103 / 0.140 / 0.0943
Combinational: 0.301 / 1.96 / 0.454
Sequential: 0.273 / 0.709 / 0.0540
Total: 0.677 / 2.81 / 0.602
==> area by class of cell <==
type,instances,area (sq um),share of cell area (%)
clock buffers,9,225,2.91
flip-flops and latches,83,2230,28.9
clock inverters,7,61.3,0.793
well taps,220,275,3.56
inverters,29,109,1.41
multi-input cells,637,4220,54.6
repair buffers,62,603,7.80
==> how the worst max path moves through the flow <==
| stage | start | to | depth (start not counted) |
|---|---|---|---|
| 6_report | Polarity_reg | Res_reg[23] | 22 |
| 5_1_grt | Polarity_reg | Res_reg[22] | 22 |
| 4_1_cts | Polarity_reg | Res_reg[23] | 22 |
==> logic make-up after synthesis <==
| logic type | after synthesis |
|---|---|
| xor+xnor | 34 |
| flops | 83 |
| buf+inv | 77 |
| fa+ha+maj | 27 |
| compound gates | 257 |
| simple gates | 301 |
| mux | 18 |
==> synth_stat cells, types with 8 or more instances <==
library cell	instances
a31oi_1	10
nand2_1	73
xnor2_1	18
ha_1	26
xor2_1	16
and3_1	23
edfxtp_1	57
nor3b_1	20
a22oi_1	11
a21o_1	15
inv_1	29
and2_1	16
dfxtp_1	26
nor2_1	57
nor3_1	22
nand4_1	9
nand3_1	34
o21ai_0	43
a311oi_1	8
a211oi_1	12
clkbuf_1	38
mux2_2	10
a221oi_1	10
a21oi_1	57
==> cells in the final DEF, fill, tap and decap left out, types with 6 or more instances in the layout <==
cell             count
nor3b_1             20
a22o_1               7
a21oi_1             57
and2_1              15
edfxtp_1            57
dfxtp_1             26
nand2_1             73
buf_4                7
a31oi_1             10
mux2_2              10
xor2_1              16
nand3_1             34
and4_1               6
a211oi_1            12
o211ai_1             7
or3_1                6
nand4_1              9
nor3_1              22
o21ai_0             42
clkbuf_16            9
nor2_1              57
clkdlybuf4s50_1     55
o31ai_1              7
a311oi_1             8
o2111ai_1            7
xnor2_1             18
mux2i_1              7
and3_1              23
inv_1               29
a221oi_1            10
a21o_1              15
a221o_1              7
ha_1                26
a22oi_1             11
==> routing by layer <==
layer,up-vias,part of all wire [%],wire (microns)
li1,3133,-,-
met1,3149,45,9900
met2,255,45,9850
met3,27,7.7,1680
met4,0,2.0,446
met5,-,0,0
==> stage by stage <==
stage	utilization [%]	instances	setup slack, ns	hold slack [ns]
finish	46.8	1047	9.82	0.483
global route	46.8	1047	9.18	0.502
global placement	45.0	1031	10.16	0.465
floorplan	-	797	11.73	0.436
detailed placement	45.0	1031	9.93	0.473
CTS	46.8	1047	9.89	0.482
==> worst max-delay path, delay by kind of cell, from the launching register on <==
kind                       cells  cell delay (ns)
AOI/OAI and AO/OA              7             2.17
xor gates and xnor gates       1             0.16
buffers and inverters          1             0.47
and+or+nand+nor               10             2.45
muxes                          1             0.45
DFF                            1             0.74
adders and majority gates      2             0.53
No activity file was given, so power comes from the tool's default toggle rates.
